**/design/flow/design.v**
```verilog
package ahb3lite_pkg;
  localparam       HTRANS_SIZE   = 2;
  localparam       HSIZE_SIZE    = 3;
  localparam       HBURST_SIZE   = 3;
  localparam       HPROT_SIZE    = 4;
  localparam [1:0] HTRANS_IDLE   = 2'b00,
                   HTRANS_BUSY   = 2'b01,
                   HTRANS_NONSEQ = 2'b10,
                   HTRANS_SEQ    = 2'b11;
  localparam [2:0] HSIZE_B8    = 3'b000,
                   HSIZE_B16   = 3'b001,
                   HSIZE_B32   = 3'b010,
                   HSIZE_B64   = 3'b011,
                   HSIZE_B128  = 3'b100,  
                   HSIZE_B256  = 3'b101,  
                   HSIZE_B512  = 3'b110,
                   HSIZE_B1024 = 3'b111,
                   HSIZE_BYTE  = HSIZE_B8,
                   HSIZE_HWORD = HSIZE_B16,
                   HSIZE_WORD  = HSIZE_B32,
                   HSIZE_DWORD = HSIZE_B64;
  localparam [2:0] HBURST_SINGLE = 3'b000,
                   HBURST_INCR   = 3'b001,
                   HBURST_WRAP4  = 3'b010,
                   HBURST_INCR4  = 3'b011,
                   HBURST_WRAP8  = 3'b100,
                   HBURST_INCR8  = 3'b101,
                   HBURST_WRAP16 = 3'b110,
                   HBURST_INCR16 = 3'b111;
  localparam [3:0] HPROT_OPCODE         = 4'b0000,
                   HPROT_DATA           = 4'b0001,
                   HPROT_USER           = 4'b0000,
                   HPROT_PRIVILEGED     = 4'b0010,
                   HPROT_NON_BUFFERABLE = 4'b0000,
                   HPROT_BUFFERABLE     = 4'b0100,
                   HPROT_NON_CACHEABLE  = 4'b0000,
                   HPROT_CACHEABLE      = 4'b1000;
  localparam [2:0] PPROT_NORMAL      = 3'b000,
                   PPROT_PRIVILEGED  = 3'b001,
                   PPROT_SECURE      = 3'b000,
                   PPROT_NONSECURE   = 3'b010,
                   PPROT_DATA        = 3'b000,
                   PPROT_INSTRUCTION = 3'b100;
  localparam       HRESP_OKAY  = 1'b0,
                   HRESP_ERROR = 1'b1;
endpackage 
module ahb3lite_apb_bridge
import ahb3lite_pkg::*;
#(
  parameter HADDR_SIZE = 32,
  parameter HDATA_SIZE = 32,
  parameter PADDR_SIZE = 10,
  parameter PDATA_SIZE =  8,
  parameter SYNC_DEPTH =  3
)
(
  input                         HRESETn,
                                HCLK,
  input                         HSEL,
  input      [HADDR_SIZE  -1:0] HADDR,
  input      [HDATA_SIZE  -1:0] HWDATA,
  output reg [HDATA_SIZE  -1:0] HRDATA,
  input                         HWRITE,
  input      [             2:0] HSIZE,
  input      [             2:0] HBURST,
  input      [             3:0] HPROT,
  input      [             1:0] HTRANS,
  input                         HMASTLOCK,
  output reg                    HREADYOUT,
  input                         HREADY,
  output reg                    HRESP,
  input                         PRESETn,
                                PCLK,
  output reg                    PSEL,
  output reg                    PENABLE,
  output reg [             2:0] PPROT,
  output reg                    PWRITE,
  output reg [PDATA_SIZE/8-1:0] PSTRB,
  output reg [PADDR_SIZE  -1:0] PADDR,
  output reg [PDATA_SIZE  -1:0] PWDATA,
  input      [PDATA_SIZE  -1:0] PRDATA,
  input                         PREADY,
  input                         PSLVERR
);
  typedef enum logic [1:0] {ST_AHB_IDLE=2'b00, ST_AHB_TRANSFER=2'b01, ST_AHB_ERROR=2'b10} ahb_fsm_states;
  typedef enum logic [1:0] {ST_APB_IDLE=2'b00, ST_APB_SETUP=2'b01, ST_APB_TRANSFER=2'b10} apb_fsm_states;
  localparam SYNC_DEPTH_MIN = 3;
  localparam SYNC_DEPTH_CHK = SYNC_DEPTH > SYNC_DEPTH_MIN ? SYNC_DEPTH : SYNC_DEPTH_MIN;
  initial
  begin
      a1: assert (HDATA_SIZE % 8 ==0)
          else $error("HDATA_SIZE must be an integer multiple of bytes (8bits)");
      a2: assert (PDATA_SIZE % 8 ==0)
          else $error("PDATA_SIZE must be an integer multiple of bytes (8bits)");
      a3: assert (PDATA_SIZE <= HDATA_SIZE)
          else $error("PDATA_SIZE must be less than or equal to HDATA_SIZE (PDATA_SIZE <= HDATA_SIZE");
      a4: assert (SYNC_DEPTH >= SYNC_DEPTH_MIN)
          else $warning("SYNC_DEPTH=%0d is less than minimum. Changed to %0d", SYNC_DEPTH, SYNC_DEPTH_CHK);
  end
  logic                      ahb_treq;       
  logic                      treq_toggle;    
  logic [SYNC_DEPTH_CHK-1:0] treq_sync;      
  logic                      apb_treq_strb;  
  logic                      apb_tack;       
  logic                      tack_toggle;    
  logic [SYNC_DEPTH_CHK-1:0] tack_sync;      
  logic                      ahb_tack_strb;  
  logic [HADDR_SIZE    -1:0] ahb_haddr;
  logic [HDATA_SIZE    -1:0] ahb_hwdata;
  logic                      ahb_hwrite;
  logic [               2:0] ahb_hsize;
  logic [               3:0] ahb_hprot;
  logic                      latch_ahb_hwdata;
  logic [HDATA_SIZE    -1:0] apb_prdata;
  logic                      apb_pslverr;
  ahb_fsm_states             ahb_fsm;
  apb_fsm_states             apb_fsm;
  logic [               6:0] apb_beat_cnt;
  logic [               9:0] apb_beat_data_offset;
  task ahb_no_transfer;
     ahb_fsm   <= ST_AHB_IDLE;
     HREADYOUT <= 1'b1;
     HRESP     <= HRESP_OKAY;
  endtask  
  task ahb_prep_transfer;
     ahb_fsm    <= ST_AHB_TRANSFER;
     HREADYOUT  <= 1'b0;  
     HRESP      <= HRESP_OKAY;
     ahb_treq   <= 1'b1;  
  endtask  
  function logic [6:0] apb_beats;
    input [2:0] hsize;
    case (hsize)
       HSIZE_B1024: apb_beats = 1023/PDATA_SIZE; 
       HSIZE_B512 : apb_beats =  511/PDATA_SIZE;
       HSIZE_B256 : apb_beats =  255/PDATA_SIZE;
       HSIZE_B128 : apb_beats =  127/PDATA_SIZE;
       HSIZE_DWORD: apb_beats =   63/PDATA_SIZE;
       HSIZE_WORD : apb_beats =   31/PDATA_SIZE;
       HSIZE_HWORD: apb_beats =   15/PDATA_SIZE;
       default    : apb_beats =    7/PDATA_SIZE;
    endcase
  endfunction  
  function logic [6:0] address_mask;
    input integer data_size;
    case (data_size)
          1024: address_mask = 7'b111_1111; 
           512: address_mask = 7'b011_1111;
           256: address_mask = 7'b001_1111;
           128: address_mask = 7'b000_1111;
            64: address_mask = 7'b000_0111;
            32: address_mask = 7'b000_0011;
            16: address_mask = 7'b000_0001;
       default: address_mask = 7'b000_0000;
    endcase
  endfunction  
  function logic [9:0] data_offset (input [HADDR_SIZE-1:0] haddr);
    logic [6:0] haddr_masked;
    haddr_masked = haddr & address_mask(HDATA_SIZE);
    data_offset = 8 * haddr_masked;
  endfunction  
  function logic [PDATA_SIZE/8-1:0] pstrb;
    input [           2:0] hsize;
    input [PADDR_SIZE-1:0] paddr;
    logic [127:0] full_pstrb;
    logic [  6:0] paddr_masked;
    case (hsize)
       HSIZE_B1024: full_pstrb = {128{1'b1}}; 
       HSIZE_B512 : full_pstrb = { 64{1'b1}};
       HSIZE_B256 : full_pstrb = { 32{1'b1}};
       HSIZE_B128 : full_pstrb = { 16{1'b1}};
       HSIZE_DWORD: full_pstrb = {  8{1'b1}};
       HSIZE_WORD : full_pstrb = {  4{1'b1}};
       HSIZE_HWORD: full_pstrb = {  2{1'b1}};
       default    : full_pstrb = {  1{1'b1}};
    endcase
    paddr_masked = paddr & address_mask(PDATA_SIZE);
    pstrb = full_pstrb[PDATA_SIZE/8-1:0] << paddr_masked;
  endfunction  
  always @(posedge HCLK,negedge HRESETn)
    if (!HRESETn)
    begin
        ahb_fsm    <= ST_AHB_IDLE;
        HREADYOUT  <= 1'b1;
        HRESP      <= HRESP_OKAY;
	    HRDATA     <=  'hx;
        ahb_treq   <= 1'b0;
        ahb_haddr  <=  'h0;
        ahb_hwrite <= 1'b0;
        ahb_hprot  <=  'h0;
        ahb_hsize  <=  'h0;
    end
    else
    begin
        ahb_treq <= 1'b0;  
        case (ahb_fsm)
           ST_AHB_IDLE:
           begin
               ahb_haddr  <= HADDR;
               ahb_hwrite <= HWRITE;
               ahb_hprot  <= HPROT;
               ahb_hsize  <= HSIZE;
               if (HSEL && HREADY)
               begin
                   case (HTRANS)
                      HTRANS_IDLE  : ahb_no_transfer;
                      HTRANS_BUSY  : ahb_no_transfer;
                      HTRANS_NONSEQ: ahb_prep_transfer;
                      HTRANS_SEQ   : ahb_prep_transfer;
                   endcase  
               end
               else ahb_no_transfer;
           end
           ST_AHB_TRANSFER:
           if (ahb_tack_strb)
           begin
               HRDATA <= apb_prdata; 
               if (apb_pslverr)
               begin
                   HREADYOUT <= 1'b0;
                   HRESP     <= HRESP_ERROR;
                   ahb_fsm   <= ST_AHB_ERROR;
               end
               else
               begin
                   HREADYOUT <= 1'b1;
                   HRESP     <= HRESP_OKAY;
                   ahb_fsm   <= ST_AHB_IDLE;
               end
           end
           else
           begin
               HREADYOUT <= 1'b0;  
           end
           ST_AHB_ERROR:
           begin
               ahb_fsm   <= ST_AHB_IDLE;
               HREADYOUT <= 1'b1;
           end
        endcase  
    end
  always @(posedge HCLK)
    latch_ahb_hwdata <= HSEL & HREADY & HWRITE & ((HTRANS == HTRANS_NONSEQ) || (HTRANS == HTRANS_SEQ));
  always @(posedge HCLK)
    if (latch_ahb_hwdata) ahb_hwdata <= HWDATA;
  always @(posedge HCLK,negedge HRESETn)
    if      (!HRESETn ) treq_toggle <= 1'b0;
    else if ( ahb_treq) treq_toggle <= ~treq_toggle;
  always @(posedge PCLK,negedge PRESETn)
    if (!PRESETn) treq_sync <= 'h0;
    else          treq_sync <= {treq_sync[SYNC_DEPTH-2:0], treq_toggle};
  assign apb_treq_strb = treq_sync[SYNC_DEPTH-1] ^ treq_sync[SYNC_DEPTH-2];
  always @(posedge PCLK,negedge PRESETn)
    if      (!PRESETn ) tack_toggle <= 1'b0;
    else if ( apb_tack) tack_toggle <= ~tack_toggle;
  always @(posedge HCLK,negedge HRESETn)
    if (!HRESETn) tack_sync <= 'h0;
    else          tack_sync <= {tack_sync[SYNC_DEPTH-2:0], tack_toggle};
  assign ahb_tack_strb = tack_sync[SYNC_DEPTH-1] ^ tack_sync[SYNC_DEPTH-2];
  always @(posedge PCLK,negedge PRESETn)
    if (!PRESETn)
    begin
        apb_fsm              <= ST_APB_IDLE;
        apb_tack             <= 1'b0;
        apb_prdata           <=  'hx;
        apb_beat_cnt         <=  'hx;
	    apb_beat_data_offset <=  'hx;
	    apb_pslverr          <= 1'bx;
        PSEL                 <= 1'b0;
        PPROT                <= 1'b0;
        PADDR                <=  'h0;
        PWRITE               <= 1'b0;
        PENABLE              <= 1'b0;
        PWDATA               <=  'h0;
        PSTRB                <=  'h0;
    end
    else
    begin
        apb_tack <= 1'b0;
        case (apb_fsm)
           ST_APB_IDLE:
             if (apb_treq_strb)
             begin
                 apb_fsm              <= ST_APB_SETUP;
                 PSEL                 <= 1'b1;
                 PENABLE              <= 1'b0;
                 PPROT                <= ((ahb_hprot & HPROT_DATA      ) ? PPROT_DATA       : PPROT_INSTRUCTION) |
                                         ((ahb_hprot & HPROT_PRIVILEGED) ? PPROT_PRIVILEGED : PPROT_NORMAL     );
                 PADDR                <= ahb_haddr[PADDR_SIZE-1:0];
                 PWRITE               <= ahb_hwrite;
                 PWDATA               <= ahb_hwdata >> data_offset(ahb_haddr);
                 PSTRB                <= {PDATA_SIZE/8{ahb_hwrite}} & pstrb(ahb_hsize,ahb_haddr[PADDR_SIZE-1:0]);
                 apb_prdata           <= 'h0;                                    
                 apb_beat_cnt         <= apb_beats(ahb_hsize);
                 apb_beat_data_offset <= data_offset(ahb_haddr) + PDATA_SIZE;    
             end
           ST_APB_SETUP:
             begin
                 apb_fsm <= ST_APB_TRANSFER;
                 PENABLE <= 1'b1;
             end
           ST_APB_TRANSFER:
             if (PREADY)
             begin
                 apb_beat_cnt         <= apb_beat_cnt -1;
                 apb_beat_data_offset <= apb_beat_data_offset + PDATA_SIZE;
                 apb_prdata           <= ahb_hwrite ? 'hx :(apb_prdata << PDATA_SIZE) | (PRDATA << data_offset(ahb_haddr));
                 apb_pslverr          <= PSLVERR;
                 PENABLE              <= 1'b0;
                 if (PSLVERR || ~|apb_beat_cnt)
                 begin
                     apb_fsm  <= ST_APB_IDLE;
                     apb_tack <= 1'b1;
                     PSEL     <= 1'b0;
                 end
                 else
                 begin
                     apb_fsm       <= ST_APB_SETUP;
                     PADDR  <= PADDR + (1 << PDATA_SIZE/8);
                     PWDATA <= ahb_hwdata >> apb_beat_data_offset;
                     PSTRB  <= {PDATA_SIZE/8{ahb_hwrite}} & pstrb(ahb_hsize,PADDR + (1 << ahb_hsize));
                 end
             end
        endcase
    end
endmodule
```
**/design/flow/run.sh**
```bash
#!/bin/bash
# OpenROAD 26Q1-2900-gdf79404cd8, Yosys 0.63+post, stock flow scripts
make -C /OpenROAD-flow-scripts/flow DESIGN_CONFIG=/design/flow/config.mk WORK_HOME=/design/flow/orfs finish
```
**/design/flow/config.mk**
```make
export PLATFORM = sky130hd
export DESIGN_NAME = ahb3lite_apb_bridge
export DESIGN_NICKNAME = ahb3lite_apb_bridge
export VERILOG_FILES = /design/flow/design.v
export SDC_FILE = /design/flow/constraint.sdc
export NUM_CORES = 4
export LEC_CHECK = 1
export CORE_UTILIZATION = 40
export SYNTH_HDL_FRONTEND = slang
```
**/design/flow/constraint.sdc**
```tcl
current_design ahb3lite_apb_bridge

set clk_period 3.8
set clk_io_pct 0.2

create_clock -name clk0 -period $clk_period [get_ports {HCLK}]
create_clock -name clk1 -period $clk_period [get_ports {PCLK}]

set non_clock_inputs [all_inputs -no_clocks]
set_input_delay [expr $clk_period * $clk_io_pct] -clock clk0 $non_clock_inputs
set_output_delay [expr $clk_period * $clk_io_pct] -clock clk0 [all_outputs]
```
==> commit_impl_results.txt <==
Refresh implementation metrics

- Chip width: 135 µm
- The signal on the critical path passes through clkdlybuf4s50_1 > mux2_2 > a21boi_4 > buf_4 > and4_1 > o21ai_0 > o221a_2.
* Ys Warns: 0
- Resized Gates After CTS: 0
- Pins over their slew limit: 0
* Status: complete, no violations
* Setup repair after global routing missed its margin: no
- Register clock-pin slew on the reported worst setup and hold paths: roughly 70 ps
* Post-Route Setup TNS: 0 ps
* Largest stage delay on the critical path: 580 ps
* Reg2Reg Setup Slack: approximately 1400 ps
- Per the power-grid run, VDD falls by no more than roughly 360 µV.
- Of all nets on the critical path, the largest fanout is 43.
- Total cells reported by yosys after synthesis: 576
* Wire length of the first global-routing pass: roughly 26,000 µm
- Sequential-to-total area share from yosys stat: roughly 63%
- Number of placement rows: 48
- The script parses the final routing iteration and logs DRC violations as 0.
- Setup Skew: 6.57 ps
- Data arrival, critical path: 2760 ps
- TritonCTS clock tree: yes
* Crit-path leading delay family: buffers and inverters
- The floorplan step set the die height to ~130 µm.
- Dominant Register Cell: dfrtp_1
* Ratio of routed vias to standard cells: about 5.4
- For the pin with the worst max-slew slack, the measured transition is between 900 and 1000 ps.
* Global placement routability congestion: 0.834
- Number of global-route vias before repair: 4,891
- The critical path is of the input port to register type.
* EDFF count, synth: 32
- Pleak: 3.78 nW
- Summing every instance area after synthesis gives 7040 µm².
- Critical path capture point type: register
- The design draws 7.11 mW.
* Number of hold violations in the final report: 0
- Per the synthesis report, the single largest cell type by area occupies between 40% and 50% of cell area.
* TritonCTS Sinks: around 170
- The report counts max-capacitance violations totalling 0.
- Hold/Removal Path Class: register to register
- TritonRoute output was used to compute an average wire per cell of 16.7 µm.
- The detailed router finished its first iteration with 272 violations.
- After global routing the overflow that remains totals 0.
- For this design the top-level I/O count stands at 153.
* Setup violation total in the final timing report: 0
* Ratio of cells with drive above 1 in the final layout: 15.6%
- Per the STA report, the cell with the highest stage delay on the worst path is clkdlybuf4s50_1.
- The core region is 17,200 µm².
* Antenna cell count: 0
- Drt total wl: about 16,000 µm
- Per the post-synthesis stats, the area per cell is 12.2 µm².
- The script reports the combined buffer and inverter count of the critical path as 2.
* Detailed-placement wirelength estimate: 10,300 µm
* Fraction of synthesis flops using an asynchronous set or reset pin: 80.6%
- CTS hold repair buffers: 0
* Vias after detailed routing: 4,990
* Initial antenna violation count: 0
- Tally of buffers added on design ports: 121
- The number of setup buffers added after CTS is 0.
- For this run, the chip area from Yosys synthesis comes to around 7000 µm².
* All-Layer GR Usage: roughly a fifth
- Total of flip-flops plus latches after synthesis: 170
- Entering global routing, the biggest net connects 59 pins.
- The tool warning count for the run is 56.
* Init Core Util: 40.8%
- In the log, the iteration count for the first detailed-route pass is 6.
* Tally of unique sky130hd cells used after synthesis: 52
* Synth area leader: dfrtp_1
- The detail route stage leaves a number of antenna-violating nets equal to 0.
- STA classifies the critical path startpoint as an input port.
- Tightest slew margin relative to the limit: 37.2%
- Final hold analysis gives a worst-case slack of 358 ps.
- PD cells: 786 nW/µm²
- Required @ worst endpoint: 4020 ps
- Instance count of the mapped netlist: 576
* Chip area: between 15,000 and 20,000 µm²
- Per the run report, area growth between synthesis and finish was 28.6%.
* Leading post-synthesis cells by cell area: dfrtp_1 48%, edfxtp_1 14%, mux2_2 8.8%
[cells in the mapped netlist (all sizes together) (2+ instances only)]
library cell,count
o221a,2
nand2,64
nand3,21
or3,4
nor2,26
nor3b,2
and4,3
a211oi,18
buf,7
xor2,6
mux2i,7
ha,5
a21o,2
nor3,4
dfstp,3
o21bai,2
o22ai,7
o21ai,32
dfrtp,134
a21oi,26
edfxtp,32
nor4,2
inv,6
clkbuf,25
a221oi,10
and3,20
nand2b,2
a31oi,8
and2,3
nand4,3
o31ai,24
mux2,55
[through the flow]
| step | setup slack [ps] | util [%] | area [µm²] | cells |
|---|---|---|---|---|
| 5_1_grt | 1150 | 52.5 | 9050 | 929 |
| 2_1_floorplan | 1890 | - | 7040 | 576 |
| 4_1_cts | 1280 | 52.5 | 9050 | 929 |
| 3_5_place_dp | 951 | 49.2 | 8480 | 899 |
| 6_report | 1260 | 52.5 | 9050 | 929 |
| 3_3_place_gp | 1000 | 49.2 | 8480 | 899 |
[cell usage in the layout, fill, tap and decap left out, types with 7 or more instances in the layout]
cell             Yosys  layout
a211oi_1            18      18
a21oi_1             25      25
a221oi_1            10      10
a31oi_1              8       8
and3_1              20      20
buf_4                2      10
clkbuf_16            0      18
clkdlybuf4s50_1      0     119
dfrtp_1            134     134
edfxtp_1            32      32
mux2_2              55      55
nand2_1             63      63
nand3_1             20      20
nor2_1              26      26
o21ai_0             29      29
o22ai_1              7       7
o31ai_1             24      24
[sequential cells by signal, indices dropped and copies added (netlist names), 2 cells and up]
| name | count |
|---|---|
| HRDATA | 32 |
| ahb_hwdata | 32 |
| apb_prdata | 32 |
| PADDR | 10 |
| ahb_haddr | 10 |
| PWDATA | 8 |
| apb_beat_cnt | 7 |
| apb_beat_data_offset | 7 |
| ahb_fsm | 3 |
| ahb_hsize | 3 |
| apb_fsm | 3 |
| tack_sync | 3 |
| treq_sync | 3 |
| PPROT | 2 |
| ahb_hprot | 2 |
[final timing paths]
check,startpoint,endpoint,depth (start not counted)
max,PREADY,PADDR[6],7
min,tack_sync[0],tack_sync[1],0
max reg2reg,apb_fsm[0],PWDATA[2],5
min reg2reg,tack_sync[0],tack_sync[1],0
max in group clk0,HREADYOUT,HREADYOUT,1
max in group asynchronous,PRESETn,apb_fsm[0],2
min in group clk1,treq_sync[0],treq_sync[1],0
min in group asynchronous,PRESETn,apb_prdata[30],1
[power breakdown]
part	leakage, nW	internal (mW)	switching, mW
sequential	2.04	2.50	0.582
combinational	1.46	1.28	1.03
clock	0.280	0.971	0.738
total	3.78	4.76	2.35
[cell families (layout without fill, tap and decap cells)]
kind of cell	count (synthesis)	after routing	synth area share (%)
xor+xnor	7	7	0.978
compound gates	136	136	12.7
other cells	1	1	0.0533
buf+inv	38	166	2.19
fa+ha+maj	5	5	0.889
mux	62	62	9.85
flops	170	170	62.7
simple gates	157	157	10.6
[layer usage]
metal / GRT usage, % / up-vias / share of wire [%]
met5: 0 / - / 0
met4: 3.68 / 0 / 1.9
met3: 4.83 / 24 / 6.4
met2: 28.1 / 165 / 46
met1: 30.7 / 2440 / 45
li1: - / 2361 / -
[final cells by class]
cell class              instances  area [µm²]
clock buffers                  19         464
flip-flops and latches        170        4410
repair buffers                130        1270
inverters                       6        22.5
multi-input cells             368        2490
fillers                      1405        8190
well taps                     225         282
clock inverters                11         109
Power figures rest on the tool's default switching activity, not on a simulated workload.
